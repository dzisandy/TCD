--- flow/run.sh ---
#!/bin/bash
# OpenROAD 26Q1-2900-gdf79404cd8, Yosys 0.63+post, stock flow scripts
make -C /OpenROAD-flow-scripts/flow DESIGN_CONFIG=/design/flow/config.mk WORK_HOME=/design/flow/orfs finish
--- flow/config.mk ---
export PLATFORM = sky130hd
export DESIGN_NAME = MIL_RXD
export DESIGN_NICKNAME = MIL_RXD
export VERILOG_FILES = /design/flow/design.v
export SDC_FILE = /design/flow/constraint.sdc
export NUM_CORES = 4
export LEC_CHECK = 1
export CORE_UTILIZATION = 40
--- flow/constraint.sdc ---
current_design MIL_RXD

set clk_period 2.6
set clk_io_pct 0.2

create_clock -name clk0 -period $clk_period [get_ports {clk}]

set non_clock_inputs [all_inputs -no_clocks]
set_input_delay [expr $clk_period * $clk_io_pct] -clock clk0 $non_clock_inputs
set_output_delay [expr $clk_period * $clk_io_pct] -clock clk0 [all_outputs]
--- flow/design.v ---
`timescale 1ns / 1ps
module MIL_RXD( input In_P,		output wire RXN,
					 input In_N,		output wire RXP,
					 input clk,			output wire D_RXN,
											output wire D_RXP,
											output wire ok_SY_DW,
											output wire ok_SY_CW,
											output reg [6:0] cb_tact=0,
											output wire dRXPN,
											output wire en_wr,
											output wire ce_bit,
											output wire we_bit,
											output wire ce_tact,
											output reg sr_dat = 0, 
											output reg en_rx = 0,
											output reg T_dat_rx = 0,
											output wire T_end,
											output reg [15:0] data = 0,
											output reg FT_cp = 0,
											output wire ok_rx
    );
	reg [1:0] P_delay = {0, 0};
	reg [1:0] N_delay = {0, 0};
	reg [74:0] sr_RXN = 0;
	reg [74:0] sr_RXP = 0;
	reg [7:0] cb_SY_DW = 0;
	reg [7:0] cb_SY_CW = 0;
	wire DW_detect;
	wire CW_detect;
	reg [6:0] cb_we_bit = 0;
	reg [6:0] cb_ce = 0;
	reg [6:0] cb_rx_bit = 0;
	always @(posedge clk) begin
		P_delay <= P_delay << 1;
		P_delay[0] <= In_P;
		N_delay <= N_delay << 1;
		N_delay[0] <= In_N;
		sr_RXN <= sr_RXN << 1;
		sr_RXN[0] <= RXN;
		sr_RXP <= sr_RXP << 1;
		sr_RXP[0] <= RXP;
		cb_we_bit <= ce_bit ? 0 : cb_we_bit + 1;
		cb_SY_DW <= DW_detect ? cb_SY_DW + 1 : !DW_detect ? 0 : cb_SY_DW;
		cb_SY_CW <= CW_detect ? cb_SY_CW + 1 : !CW_detect ? 0 : cb_SY_CW;
		cb_tact <= ce_bit ? 25 : ce_tact ? 0 : cb_tact + 1;
		cb_ce <= (ce_tact & (cb_ce < 20)) ? cb_ce + 1 : 0;
		en_rx <= (ok_SY_DW | ok_SY_CW) ? 1 : cb_rx_bit == 17 ? 0 : en_rx;
		T_dat_rx <= (ok_SY_DW | ok_SY_CW) ? 1 : cb_rx_bit == 16 ? 0 : T_dat_rx; 
		cb_rx_bit <= (ok_SY_DW | ok_SY_CW) ? 0 : ce_tact ? cb_rx_bit + 1 : cb_rx_bit;
		sr_dat = en_rx & we_bit & RXP ? 0 : en_rx & we_bit & !RXP ? 1 : en_rx ? sr_dat : 0;
		FT_cp <= (ok_SY_DW | ok_SY_CW) ? 1 : (T_dat_rx & we_bit & sr_dat) ? !FT_cp : FT_cp; 
		data <= (T_dat_rx & cb_we_bit == 12) ? (data << 1)|sr_dat : data;
	end
	assign RXN = N_delay[1];
	assign RXP = P_delay[1];
	assign D_RXN = sr_RXN[74];
	assign D_RXP = sr_RXP[74];
	assign DW_detect = RXP & D_RXN;
	assign CW_detect = RXN & D_RXP;	
	assign ok_SY_DW = cb_SY_DW >= 70;
	assign ok_SY_CW = cb_SY_CW >= 70;
	assign dRXPN = (In_P & ! RXP) | (!In_P & RXP);
	assign en_wr = (cb_tact > 21 ) & (cb_tact < 28);
	assign ce_bit = en_wr & dRXPN;
	assign we_bit = cb_we_bit == 12;
	assign ce_tact = cb_tact == 49;
	assign T_end = cb_rx_bit == 16;
	assign ok_rx = T_end & !(sr_dat ^ FT_cp);  
endmodule
==> reports/results.tsv <==
metric	value	unit
worst_setup_path_start_kind	register	
tightest_slew	0.701	ns
worst-path-max-fanout	6	
status	completed	
hold_class	reg -> reg	
vias	2616	
die_x	119	um
postCtsHoldBufs	0	
yosys.area.top_type	dfxtp_1	
synth_area	5460	um2
rows	42	
synthCells	373	
dieArea	14100	um2
finalHoldViolations	0	
numPortBuffers	42	
cts_htree_levels	1	
grt_pass1_vias	2493	
ir_drop	655	uV
ys_seq_share	80.3	%
ys_async_sr_fraction	0	%
diodes	0	
cp-end-kind	output port	
finalMaxSlewViolations	0	
cts_buffer_depth	3	
final_cells	627	
r2r_start	cb_we_bit[0]$_SDFF_PP0_	
cp.required	2.08	ns
wl	6.82	mm
dieHeight	119	um
vias_per_cell	4.17	
reg2regPathDepth	4	
tool_warnings	32	
area_growth_syn_to_layout	25.7	%
lay_top_count	dfxtp_1	
grt_pass1_wl	11.6	mm
use_met2	13.6	%
yosysTopAreaCellShare	71.5	%
core_area	13300	um2
fmax	0.394	GHz
root_buffer	clkbuf_16	
skew	0.00760	ns
ys_cells	373	
firstDrtPassIters	4	
p_leak	0.00269	uW
maxCapViolations	0	
ff_type	dfxtp_1	
synthTopCellsByArea	dfxtp_1 72%, edfxtp_1 8.8%, xor2_1 2.9%	
syn_avg_cell_area	14.6	um2
ios	43	
numCtsBuffers	21	
drc_errors	0	
power_density	1060	nW/um2
place_congestion	0.740	
cts_tree	done	
grt_overflow	0	
initialDrtViolationCount	100	
synth_warnings	1	
postCtsSetupRepairBufs	0	
synth_flops	211	
worstSetupPathType	reg -> out	
fin_crit_sh	97.5	%
grt_start_max_net_pins	17	
finalSetupViolations	0	
rsz0062_at_grt	yes	
mostFrequentLayoutCells	192 x dfxtp_1, 41 x clkdlybuf4s50_1, 32 x nor2_1, 21 x clkbuf_16, 18 x xor2_1	
edf_count	16	
cp-endpoint	ok_rx	
relSlewSlack	53.3	%
synthDistinctLibCells	38	
r2r-end	data[10]$_DFFE_PP_	
pre_cts_ws	0.0479	ns
grt-busiest-layer	met1	
cp_data_arrival_time	2.02	ns
grt_util_met1	18.4	%
total_power	7290	uW
insertion_delay	0.47	ns
antenna_found_initial	0	
ys_chip_area	5460	um2
fp_util	41.1	%
finalCriticalPeriod	2.54	ns
grt_use_total	10.5	%
drtAntennaViolNets	0	
layout-drive-gt1-share	12.9	%
clkSinkCount	211	
placed_cells	591	
clkTransAtPathRegs	0.06	ns
startpoint	cb_rx_bit[2]$_SDFFE_PP0P_	
r2r_setup_slack	0.81	ns
dpl.hpwl	3.94	mm
met3_usage	2.10	%
hold_depth	0	
layout_setup_ws	0.0640	ns
wire_per_inst	10.9	um
## cell families after synthesis
| logic type | after synthesis | share of synthesized area (%) |
|---|---|---|
| AND/OR/NAND/NOR | 92 | 9.22 |
| AND-OR/OR-AND | 13 | 1.65 |
| flip-flops | 211 | 80.3 |
| buffers and inverters | 15 | 1.28 |
| adder cells (fa/ha/maj) | 11 | 2.52 |
| XOR/XNOR | 30 | 4.81 |
| multiplexers | 1 | 0.183 |
## report_power, final
group | internal (uW) | switching, uW
clock network | 1900 | 1140
registers | 3480 | 188
logic | 348 | 236
total | 5730 | 1560
## through the flow
stage          cell area, um2  setup TNS [ns]  hold WS (ns)  util, %
2_1_floorplan            5460               0         0.310        -
3_3_place_gp             6100               0         0.311     45.9
3_5_place_dp             6100               0         0.312     45.9
4_1_cts                  6830               0         0.322     51.4
5_1_grt                  6860         -0.0379         0.328     51.6
6_report                 6860               0         0.321     51.6
## final cells by class
| class | count | area, um2 |
|---|---|---|
| inverters | 11 | 41.3 |
| fillers | 1097 | 6440 |
| clock buffers | 26 | 584 |
| repair buffers | 46 | 449 |
| multi-input cells | 147 | 1040 |
| clock inverters | 10 | 139 |
| flip-flops and latches | 211 | 4390 |
| well taps | 176 | 220 |
## flip-flops by register name, indices dropped and copies added, names as in the netlist
signal	count
sr_RXP	75
cb_SY_DW	8
P_delay	2
cb_SY_CW	8
sr_RXN	75
cb_we_bit	7
FT_cp	1
cb_tact	7
N_delay	2
sr_dat	1
T_dat_rx	1
cb_rx_bit	7
en_rx	1
data	16
## metal layers
layer,vias up,share of wire (%)
met2,46,41
li1,1345,-
met1,1205,53
met4,0,3.2
met5,-,0
met3,20,3.1
## worst max-delay path, cell delays in order (launching register included)
cell and delay (ns):
dfxtp_2 0.35, or3_1 0.37, nor3_2 0.17, nand2_2 0.09, nor2_1 0.11, clkdlybuf4s50_1 0.46
## synthesized netlist by cell type, types with 3 or more instances
cell / count
xor2_1: 18
nor2b_1: 3
nor2_1: 32
nand2b_1: 3
edfxtp_1: 16
dfxtp_1: 195
xnor2_1: 12
nor3_2: 3
and3_1: 4
ha_1: 11
nand4_1: 5
nand2_1: 8
nor3_1: 6
inv_1: 11
nand3_1: 14
## worst min path at each step
stage / endpoint / slack (ns) / start
finish: sr_RXN[5]$_DFF_P_ / 0.32 / sr_RXN[4]$_DFF_P_
global route: sr_RXP[43]$_DFF_P_ / 0.33 / sr_RXP[42]$_DFF_P_
CTS: sr_RXN[5]$_DFF_P_ / 0.32 / sr_RXN[4]$_DFF_P_
## repair_timing
| action | 4_1_cts | 5_1_grt |
|---|---|---|
| pin swaps | 2 | 0 |
| resized | 5 | 4 |
| cloned | 0 | 0 |
| endpoints found under the setup margin | 4 | 4 |
Power is estimated from default activity; no workload was simulated.
