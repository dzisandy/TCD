--- flow/run.sh ---
#!/bin/bash
# OpenROAD 26Q1-2900-gdf79404cd8, Yosys 0.63+post, stock flow scripts
make -C /OpenROAD-flow-scripts/flow DESIGN_CONFIG=/design/flow/config.mk WORK_HOME=/design/flow/orfs finish
--- flow/config.mk ---
export PLATFORM = sky130hd
export DESIGN_NAME = MIL_TXD
export DESIGN_NICKNAME = MIL_TXD
export VERILOG_FILES = /design/flow/design.v
export SDC_FILE = /design/flow/constraint.sdc
export NUM_CORES = 4
export LEC_CHECK = 1
export CORE_UTILIZATION = 30
--- flow/constraint.sdc ---
current_design MIL_TXD

set clk_period 3.0
set clk_io_pct 0.2

create_clock -name clk0 -period $clk_period [get_ports {clk}]

set non_clock_inputs [all_inputs -no_clocks]
set_input_delay [expr $clk_period * $clk_io_pct] -clock clk0 $non_clock_inputs
set_output_delay [expr $clk_period * $clk_io_pct] -clock clk0 [all_outputs]
--- flow/design.v ---
`timescale 1ns / 1ps
module MIL_TXD(input clk, 			output wire TXP,  
					input[15:0]dat, 	output wire TXN,  
					input txen, 		output wire SY1,  
											output wire SY2,  
											output reg en_tx=0,  
											output reg T_dat=0,  
											output wire T_end,  
											output wire SDAT,  
											output reg FT_cp=0,  
											output reg [4:0]cb_bit =0,  
											output wire ce_tact);
parameter TXvel = 1000000 ;  
parameter Fclk = 50000000 ;  
reg [5:0]cb_ce =0;  
wire ce = (cb_ce == (Fclk /(2*TXvel)));
reg bf_SY1=0, bf_SY2=0 ;  
reg CW_DW=0 ;  
reg ttxen=0;  
reg QM =0;  
assign ce_tact = ce & QM ;  
wire start = ttxen & !en_tx ;  
assign SY1 = en_tx & bf_SY1 ;  
assign SY2 = en_tx & bf_SY2 ;  
reg [15:0]sr_dat=0 ;  
wire st1 = (cb_bit==1) & en_tx ;  
wire st2 = (cb_bit==2) & en_tx ;  
wire st18 = (cb_bit==18) & en_tx;  
assign T_end = (cb_bit==19) & en_tx;  
assign TXP = (en_tx & (( CW_DW & SY1) |  
(!CW_DW & SY2) |
(T_dat & (sr_dat[15]^QM)) |
(T_end & (FT_cp^QM)))) ^ ((T_dat | T_end) & ce_tact) ;
assign TXN = (en_tx & ((!CW_DW & SY1) |  
(CW_DW & SY2) |
(T_dat & (sr_dat[15]^!QM)) |
(T_end & (FT_cp^!QM)))) ^ ((T_dat | T_end) & ce) ;
assign SDAT = sr_dat[15] & T_dat ;  
always @ (posedge clk) begin
cb_ce <= ce? 1 : cb_ce+1 ;  
QM <= (ce | start)? !QM : QM ;  
end
always @ (posedge clk) if (ce) begin
bf_SY1 <= (st1 & !QM)? 0 : ((T_end & QM) | (txen & !en_tx))? 1 : bf_SY1 ;
bf_SY2 <= (st1 & !QM)? 1 : (st2 & QM)? 0 : bf_SY2 ;
end
always @ (posedge clk) if (ce_tact) begin
ttxen <= txen ;  
en_tx <= ttxen? 1 : (!txen & T_end)? 0 : en_tx ;
cb_bit <= (!en_tx | T_end)? 0 : en_tx? cb_bit+1 : cb_bit ;
T_dat <= st2? 1 : st18? 0 : T_dat ;
sr_dat <= st2? dat : T_dat? sr_dat<<1 : sr_dat ;
FT_cp <= st2? 1 : (T_dat & sr_dat[15])? !FT_cp : FT_cp ;
CW_DW <= start? 1 : T_end? 0 : CW_DW ;  
end
endmodule
==> impl_report.txt <==
IMPLEMENTATION SUMMARY REPORT
----------------------------------------------------
[Global routing]
  Wire length of the first global-routing pass ........................ slightly above 5000 um
  Vias in the first global route ........................ approximately 1100
  Largest net degree at the start of global routing ........................ 21
  Number of antenna violations at the first check in global routing ........................ 0
  Global-route usage over all layers ........................ 0.1126
  Global route total overflow ........................ 0

[Power]
  Total power divided by cell area ........................ 368.0 nW/um^2
  Design internal power ........................ between 600 and 700 uW
  Comb power frac ........................ 0.027
  Power spent charging and discharging nets ........................ 162.2 uW
  Leakage power summed over all cells ........................ about 0.84 nW
  Share of power burned in the clock network ........................ 0.367
  Sequential group share of total power ........................ 0.607
  VDD IR-drop max ........................ 0.2727 mV
  Switching part of the total power ........................ 0.1899

[Synthesis]
  Yosys Chip Area ........................ approximately 1700 um^2
  Most frequent cell after synthesis ........................ sky130_fd_sc_hd__edfxtp_1
  Total standard cell area after synthesis ........................ about 1700 um^2
  Count of instantiated cells in the yosys netlist ........................ between 100 and 150
  Per-instance average area after synthesis ........................ 11.94 um^2
  Largest cells by area after synthesis ........................ sky130_fd_sc_hd__edfxtp_1, sky130_fd_sc_hd__mux2_2, sky130_fd_sc_hd__dfxtp_1
  Seq/Total Area, Yosys ........................ 0.5764
  Count of flip-flops with a built-in enable after synthesis ........................ 29
  Post-synth ARST share ........................ 0
  Main flop type ........................ sky130_fd_sc_hd__edfxtp_1
  Ys flops ........................ 35
  Fraction of synthesized cell area taken by the top area cell type ........................ 0.5066
  Post-Syn Instances ........................ 144
  YS warnings ........................ 1
  Cell Type Count ........................ 27
  Top post-synthesis cells by count ........................ sky130_fd_sc_hd__edfxtp_1, sky130_fd_sc_hd__mux2_2, sky130_fd_sc_hd__nor2_1
  Cell type with the largest total area after synthesis ........................ sky130_fd_sc_hd__edfxtp_1

[Final layout]
  Max FFs per register ........................ 16
  Post-Layout Inst Area ........................ 2322 um^2
  Filler Cell Count ........................ 511
  Share of cells above drive strength 1 ........................ 0.2158
  Area Overhead vs Synth ........................ 35.08%
  Leading registers by flop count ........................ sr_dat (16), cb_ce (6), cb_bit (5)
  Register with the most flip-flops ........................ sr_dat

[Route]
  Vias after detailed routing ........................ 1164
  Post-detailed-route wirelength per cell ........................ 11.73 um
  Starting DRC count in detailed routing ........................ 103
  First-pass detailed-route iteration total ........................ 4
  Vias per Instance ........................ 4.443
  Drt drc ........................ 0
  ANT cells ........................ 0
  Final wirelength ........................ 3073 um
  Antenna Nets Post-Route ........................ 0

[Die]
  Floorplan die area ........................ 6037 um^2
  Height of the die ........................ a little under 80 um
  FP Core Util ........................ 0.3122
  Row count ........................ 27
  Core Box Area ........................ 5507 um^2
  Die Wd ........................ between 70 and 80 um
  Ports placed on the boundary ........................ 33

[Critical path]
  Startpoint of the lowest-slack register-to-register path ........................ cb_bit[0]
  Peak fanout along the critical path ........................ 6
  Reg-to-reg critical path endpoint ........................ sr_dat[14]
  Path depth of the worst reg2reg path ........................ 9
  Signal arrival time at the worst endpoint ........................ around 2.4 ns
  Kind of end point of the critical path ........................ primary output
  Data required time at the worst endpoint ........................ ~2.4 ns
  Reg-to-reg setup timing slack ........................ 1.04 ns
  Critical path launch point type ........................ flip-flop
  Category of the critical setup timing path ........................ flip-flop to primary output

[Clock tree]
  Root buffer cell ........................ sky130_fd_sc_hd__clkbuf_8
  Count of clock tree sinks ........................ 35
  Deepest clock path buffer count ........................ 2
  Worst-skew pair later-pin latency ........................ 0.28 ns
  Number of hold buffers added after cts ........................ 0
  CTS tree ........................ built
  Clock-pin slew on the worst setup and hold paths ........................ 0.06 ns
  H-Tree Level Count ........................ 2
  CTS buffer count ........................ 5

[Timing]
  Hold Worst Slack ........................ between 0.4 and 0.5 ns
  Number of failing hold endpoints at the final stage ........................ 0
  Clock Skew ........................ 0.007091 ns
  Count of endpoints failing setup in the final report ........................ 0
  Unrepaired setup endpoints after global routing ........................ yes
  Total Negative Setup Slacks ........................ 0 ns
  Final max-slew violation count ........................ 0
  Headroom to the max-slew limit ........................ 0.7189
  Min cycle time layout ........................ 2.951 ns
  Period Utilization, post-route ........................ 0.9837
  Slew at the pin closest to its max-slew limit ........................ 0.4216 ns
  Worst path setup slack after routing ........................ 0.04880 ns
  Max Clk Rate ........................ 0.3388 GHz

[Placed design]
  Placement Setup Slack ........................ 0.1182 ns
  Detailed placement HPWL ........................ 2107 um
  Port-buffer cells ........................ 32
  RePlAce Congestion ........................ between 0.8 and 0.9
  Area of placed instances ........................ 2150 um^2

[Worst hold path]
  Hold path start ........................ cb_ce[0]
  Hold-critical path endpoint ........................ cb_ce[0]
  Worst hold path class ........................ flip-flop to flip-flop
  Hold Path Depth ........................ 1

[Run status]
  Outcome ........................ completed

[Job]
  Stage-log warning count ........................ 29
  Max-capacitance violation count ........................ 0

----------------------------------------------------
-- how the worst max path moves through the flow --
stage | startpoint | endpoint | slack (ns) | depth (start not counted)
4_1_cts | cb_bit[1] | TXN | 0.01 | 7
5_1_grt | cb_bit[1] | TXP | -0.09 | 7
6_report | cb_bit[1] | TXP | 0.05 | 7
-- power groups by stage --
| stage | clock network, mW | logic (mW) | registers (mW) |
|---|---|---|---|
| CTS | 0.327 | 0.0229 | 0.518 |
| finish | 0.313 | 0.0227 | 0.518 |
| global route | 0.345 | 0.0245 | 0.518 |
-- layout by cell type (no fill, tap or decap) --
cell type	netlist	final
sky130_fd_sc_hd__nor3b_2	0	1
sky130_fd_sc_hd__xor2_1	3	3
sky130_fd_sc_hd__and3_1	1	1
sky130_fd_sc_hd__clkinv_2	0	1
sky130_fd_sc_hd__nand2b_1	2	2
sky130_fd_sc_hd__clkinv_1	0	1
sky130_fd_sc_hd__a21oi_1	6	6
sky130_fd_sc_hd__inv_1	11	11
sky130_fd_sc_hd__xnor2_1	3	3
sky130_fd_sc_hd__nor3b_1	2	1
sky130_fd_sc_hd__nor2b_1	2	2
sky130_fd_sc_hd__nor4b_2	1	1
sky130_fd_sc_hd__edfxtp_1	29	29
sky130_fd_sc_hd__clkbuf_8	0	5
sky130_fd_sc_hd__dfxtp_1	6	6
sky130_fd_sc_hd__mux2_2	17	17
sky130_fd_sc_hd__nand2_1	9	9
sky130_fd_sc_hd__a2111oi_2	0	2
sky130_fd_sc_hd__ha_2	0	1
sky130_fd_sc_hd__nand3_1	6	6
sky130_fd_sc_hd__o31ai_1	2	2
sky130_fd_sc_hd__nor4bb_1	1	1
sky130_fd_sc_hd__nor2_1	17	17
sky130_fd_sc_hd__ha_1	5	4
sky130_fd_sc_hd__and2_1	5	5
sky130_fd_sc_hd__buf_4	0	11
sky130_fd_sc_hd__a2111oi_4	0	2
sky130_fd_sc_hd__o21ai_0	5	5
sky130_fd_sc_hd__clkdlybuf4s50_1	0	32
sky130_fd_sc_hd__o21a_1	1	1
sky130_fd_sc_hd__nor3_1	1	1
sky130_fd_sc_hd__or2b_1	1	1
-- cell families (layout without fill, tap and decap cells) --
group	Yosys count	after routing	share of synthesized area
AND/OR/NAND/NOR	48	48	0.1412
flip-flops	35	35	0.5764
AND-OR/OR-AND	18	18	0.06550
multiplexers	17	17	0.1114
buffers and inverters	15	61	0.03857
XOR/XNOR	6	6	0.03057
adder cells (fa/ha/maj)	5	5	0.03639
-- metrics by stage --
step,cells,power (mW),utilization
2_1_floorplan,144,0.5297,-
3_3_place_gp,250,0.5518,0.3904
3_5_place_dp,250,0.5520,0.3904
4_1_cts,261,0.8678,0.4172
5_1_grt,262,0.8874,0.4217
6_report,262,0.8545,0.4217
-- critical path: stages, from the launching register on --
cell and delay [ns]:
sky130_fd_sc_hd__edfxtp_1 0.40, sky130_fd_sc_hd__ha_2 0.20, sky130_fd_sc_hd__nor4bb_1 0.12, sky130_fd_sc_hd__buf_4 0.17, sky130_fd_sc_hd__a2111oi_2 0.39, sky130_fd_sc_hd__nor3b_2 0.09, sky130_fd_sc_hd__o31ai_1 0.20, sky130_fd_sc_hd__clkdlybuf4s50_1 0.49
-- layout make-up --
type,instances,area (um^2),area share
multi-input combinational,94,719.4,0.3098
clock inverter,2,8.758,0.003772
inverter,11,41.29,0.01778
sequential,35,991.0,0.4267
timing repair buffer,43,402.9,0.1735
clock buffer,5,68.82,0.02963
tap,72,90.09,0.03879
-- layer usage --
metal	vias up	wire length, um	GRT usage
met5	-	0	0
met4	0	34	0.01509
met3	4	188	0.03345
met2	28	1342	0.1619
met1	532	1508	0.1805
li1	600	-	-
-- what timing repair did --
action,4_1_cts,5_1_grt
pin swaps,4,1
setup endpoints to repair,2,2
setup buffers,4,1
gates resized,10,2
Power figures rest on the tool's default switching activity, not on a simulated workload.
